### ./run.sh
#!/bin/bash
# OpenROAD 26Q1-2900-gdf79404cd8, Yosys 0.63+post, stock flow scripts
make -C /OpenROAD-flow-scripts/flow DESIGN_CONFIG=/design/flow/config.mk WORK_HOME=/design/flow/orfs finish
### ./config.mk
export PLATFORM = sky130hd
export DESIGN_NAME = camera_if
export DESIGN_NICKNAME = camera_if
export VERILOG_FILES = /design/flow/design.v
export SDC_FILE = /design/flow/constraint.sdc
export NUM_CORES = 4
export LEC_CHECK = 1
export CORE_UTILIZATION = 40
### ./constraint.sdc
current_design camera_if

set clk_period 2.3
set clk_io_pct 0.2

create_clock -name clk0 -period $clk_period [get_ports {clk}]
create_clock -name clk1 -period $clk_period [get_ports {pclk}]

set non_clock_inputs [all_inputs -no_clocks]
set_input_delay [expr $clk_period * $clk_io_pct] -clock clk0 $non_clock_inputs
set_output_delay [expr $clk_period * $clk_io_pct] -clock clk0 [all_outputs]
### ./design.v
`timescale 1ns / 1ps
module camera_if#(
    POST_FRAME_PCLK_THRESH = 500
    )(
    input clk,
    input pclk,
    input [9:0] data,
    input vsync,
    input href,
    input trigger,
    output [9:0] data_out,
    output valid
    );
    reg[2:0] capture_state;
    parameter IDLE = 3'b000;
    parameter WAIT_VSYNC = 3'b001;
    parameter PRE_FRAME = 3'b010;
    parameter WAIT_HREF = 3'b011;
    parameter LINE = 3'b100;
    reg trigger_safe;    
    reg trigger_metastable;  
    reg vsync_d;
    reg href_d;
    reg[8:0] href_clk_count;     
    reg[9:0] data_pclk;          
    reg[9:0] data_metastable;
    reg[9:0] data_out_clk;
    reg valid_pclk;
    reg valid_metastable;
    reg valid_clk;
    assign data_out = data_out_clk;
    assign valid = valid_clk;    
    initial begin
        capture_state <= IDLE;
        vsync_d <= 1'b0;
        href_d <= 1'b0;
        href_clk_count <= 9'b0;
        valid_pclk <= 1'b0;
        valid_metastable <= 1'b0;
        valid_clk <= 1'b0;
     end
    always @(posedge pclk)
        {trigger_safe, trigger_metastable} <= {trigger_metastable, trigger};
    always @(posedge clk) begin
        {valid_clk, valid_metastable} <= {valid_metastable, valid_pclk};
        {data_out_clk[9:0], data_metastable[9:0]} <= {data_metastable[9:0], data_pclk[9:0]}; 
    end
    always @(posedge pclk) begin
    case(capture_state)
        IDLE: begin
            if(trigger_safe == 1'b1) capture_state <= WAIT_VSYNC;
            else capture_state <= IDLE;
            vsync_d <= vsync;
            valid_pclk <= 1'b0;
        end
        WAIT_VSYNC: begin
            if(vsync_d == 1'b0 && vsync == 1'b1) capture_state <= PRE_FRAME;     
            else capture_state <= WAIT_VSYNC;
            vsync_d <= vsync;
            href_d <= href;
        end
        PRE_FRAME: begin
            if(href_d == 1'b0 && href == 1'b1) begin
                data_pclk[9:0] <= data[9:0];
                valid_pclk <= 1'b1;
                capture_state <= LINE;
            end
            else capture_state <= PRE_FRAME;
            href_d <= href;
        end
        WAIT_HREF: begin
            href_clk_count <= href_clk_count + 1;
            if(href_d == 1'b0 && href == 1'b1 && href_clk_count < POST_FRAME_PCLK_THRESH) begin    
                data_pclk[9:0] <= data[9:0];
                valid_pclk <= 1'b1;
                capture_state <= LINE;
                href_clk_count <= 9'b0;
            end
            else if(href_clk_count >= POST_FRAME_PCLK_THRESH) begin  
                capture_state <= IDLE;
                href_clk_count <= 9'b0;
            end
            else capture_state <= WAIT_HREF;
            href_d <= href;
        end
        LINE: begin
            if(href == 1'b1) begin
              data_pclk[9:0] <= data[9:0];
              valid_pclk <= 1'b1;
            end
            else if(href == 1'b0) begin 
                valid_pclk <= 1'b0;
                href_d <= 1'b0;
                href_clk_count <= 9'b0;
                capture_state <= WAIT_HREF;
           end
        end
        default: capture_state <= IDLE;
    endcase
    end
endmodule
==> impl_metrics.toml <==
# physical design summary
[outcome]
status = "finished clean"

[finish]
lay_top_count = "edfxtp_1"
layout_top_cells = "edfxtp_1, dfxtp_1, clkdlybuf4s50_1"
post-route-util = 0.514
area_delta_synth_final_pct = 23.3
drive_gt1_frac = 0.0987
layout.cells.non_filler = 202

[drt]
antenna_left = 0
firstDrtPassIters = 4
vias = 967
totalWireLength_mm = 2.27
detail_route.wl_per_cell_um = 11.2
drc = 0
vias_per_cell = 4.79
antennaDiodeCount = 0
drtIter0Drc = 40

[synth]
synth_cell_type_count = 38
syn-cell-area_mm2 = 0.00168
edf_count = 25
netlist_instances = 122
synth-async-reset-ratio = 0
flop_cell = "edfxtp_1"
ys_ff = 49
yosysWarningCount = 1
ys_chip_area_mm2 = 0.00168
ys_cells = 122
postSynthSeqShare = 0.733
synth.area.top_cells = "edfxtp_1, dfxtp_1, nor2_1"
postSynthAreaPerCell_um2 = 13.8
post-synth-top-area-fraction = 0.447
yosys.area.top_type = "edfxtp_1"

[critical_path]
critPathTopFamily = "simple AND/OR/NAND/NOR gates"
cp-start-kind = "primary input"
critical_path.cell_chain = "clkdlybuf4s50_1 -> nor4bb_1 -> o31ai_1 -> nand2_1"
cp.arrival_ns = 1.92
slowest_stage = "clkdlybuf4s50_1"
end_kind = "flip-flop"
cpPeakStageDelay_ns = 0.56
critPathMaxFanout = 10
worst-setup-path-type = "in -> reg"
path_buffers = 1
required_ns = 2.23

[placement]
dp_slack_ns = 0.0328
placed_cells = 194
port_buffers = 24
hpwlAfterDp_mm = 1.61
routabilityCongestion = 0.842

[pwr]
peakVddDrop_uv = 408
finalPower_w = 0.00219
intPower_w = 0.00163
seqPwrFrac = 0.583
switching_share = 0.258
p_switching_w = 0.000567
leakagePower_nw = 0.767
p_clk_frac = 0.234
comb_power_share = 0.183
power-per-cell-area_mw_per_mm2 = 1060

[clocking]
hold_buffers = 0
ctsResizeCount = 0
cts.sinks = 49
post_cts_buffers = 0
cts_tree = "yes"
cts.clk_slew.worst_paths_ns = 0.08

[timing]
setup_viol = 0
worst_slack_ns = 0.304
skew_ns = 0.00707
rsz0062_at_grt = "no"
max-slew-margin-rel = 0.711
finalHoldViolCount = 0
slew_viol_final = 0
tightest_slew_ns = 0.428
fin_tns_setup_ns = 0

[flow_run]
warning_count = 28
maxCapViolCount = 0

[die]
io_pins = 26
die_h_um = 66.8
rows = 23
core-area_mm2 = 0.00403
fp_util = 0.417
die-area_mm2 = 0.00446
die_w_um = 66.8

[global_route]
overflow = 0
antenna_found_initial = 0
grt_pass1_vias = 909
grt_max_degree = 16
track_usage = 0.119
grt_pass1_wl_mm = 3.83

[hold_path]
min_path_type = "reg -> reg"
==> cell usage after synthesis (all sizes together) (2+ instances only) <==
library cell / instances
ha: 2
nand2: 6
o21ai: 6
nor2b: 2
nand2b: 2
inv: 6
edfxtp: 25
xor2: 2
nand4: 2
buf: 2
a21oi: 5
nand3: 6
nor4bb: 2
nor2: 11
o211ai: 2
clkbuf: 2
dfxtp: 24
==> sequential cells by signal (all words and copies together), names as in the netlist, 3 cells and up <==
name / cells
data_metastable: 10
data_out_clk: 10
data_pclk: 10
href_clk_count: 9
capture_state: 3
==> worst paths after layout <==
path / startpoint / endpoint / cells after the start / slack, ns
setup reg to reg: capture_state[2] / data_pclk[2] / 3 / 0.43
min in group clk1: trigger_metastable / trigger_safe / 0 / 0.33
setup / recovery: href / data_pclk[2] / 4 / 0.30
hold reg to reg: data_metastable[5] / data_out_clk[5] / 0 / 0.33
hold / removal: data_metastable[5] / data_out_clk[5] / 0 / 0.33
max in group clk0: data_out_clk[6] / data_out[6] / 1 / 0.84
==> worst register-to-register path: cells and delay by family (launching register included) <==
| family | cells | cell delay, ns |
|---|---|---|
| compound gates | 1 | 0.17 |
| flops | 1 | 0.54 |
| simple gates | 2 | 0.81 |
==> metal layers <==
| layer | track usage | share of wire |
|---|---|---|
| met1 | 0.181 | 0.47 |
| met2 | 0.177 | 0.45 |
| met3 | 0.0434 | 0.072 |
| met4 | 0.0213 | 0.0040 |
| met5 | 0 | 0 |
==> power by group through the flow <==
stage     Combinational, W  Clock, W  Sequential (W)
6_report          0.000401  0.000513         0.00128
5_1_grt           0.000452  0.000574         0.00131
4_1_cts           0.000402  0.000533         0.00128
==> kinds of logic (layout without fill, tap and decap cells) <==
| kind of cell | Yosys count | in the layout | share of synthesized area |
|---|---|---|---|
| simple gates | 37 | 37 | 0.121 |
| xor+xnor | 3 | 3 | 0.0157 |
| compound gates | 21 | 21 | 0.0857 |
| buf+inv | 10 | 40 | 0.0298 |
| fa+ha+maj | 2 | 2 | 0.0149 |
| flops | 49 | 49 | 0.733 |
==> layout make-up <==
type | count | area, µm²
Inverter | 6 | 22.5
Clock inverter | 1 | 5.00
Multi-Input combinational cell | 63 | 398
Clock buffer | 7 | 96.3
Timing Repair Buffer | 26 | 255
Tap cell | 50 | 62.6
Fill cell | 343 | 1960
Sequential cell | 49 | 1230
==> metrics by stage <==
step | hold slack [ns] | area (µm²)
global route | 0.333 | 2070
floorplan | 0.310 | 1680
CTS | 0.328 | 2070
finish | 0.328 | 2070
detailed placement | 0.312 | 1970
global placement | 0.310 | 1970
Power is estimated from default activity; no workload was simulated.
